==> design.v <==
`timescale 1ns / 1ps
module E_Register(
    input clk,
	 input reset,
	 input clr_ER,
    input [31:0] Instr_ER_In,
	 input [31:0] PC_ER_In,
	 input [4:0] WriteReg_ER_In,
	 input [31:0] RD1_ER_In,
	 input [31:0] RD2_ER_In,
	 input [31:0] signextend_ER_In,
	 input [31:0] zeroextend_ER_In,
	 output [31:0] Instr_ER_Out,
	 output [31:0] PC_ER_Out,
	 output [4:0] WriteReg_ER_Out,
	 output [31:0] RD1_ER_Out,
	 output [31:0] RD2_ER_Out,
	 output [31:0] signextend_ER_Out,
	 output [31:0] zeroextend_ER_Out
    );
reg [31:0] regInstr_ER;
reg [31:0] regPC_ER;
reg [4:0] regWriteReg_ER;
reg [31:0] regRD1_ER;
reg [31:0] regRD2_ER;
reg [31:0] regsignextend_ER;
reg [31:0] regzeroextend_ER;
initial begin
regInstr_ER<=0;
regPC_ER<=0;
regWriteReg_ER<=0;
regRD1_ER<=0;
regRD2_ER<=0;
regsignextend_ER<=0;
regzeroextend_ER<=0;
end
always @(posedge clk)begin
if(reset==1'b1||clr_ER==1'b1)begin
regInstr_ER<=0;
regPC_ER<=0;
regWriteReg_ER<=0;
regRD1_ER<=0;
regRD2_ER<=0;
regsignextend_ER<=0;
regzeroextend_ER<=0;
  end
else begin
regInstr_ER<=Instr_ER_In;
regPC_ER<=PC_ER_In;
regWriteReg_ER<=WriteReg_ER_In;
regRD1_ER<=RD1_ER_In;
regRD2_ER<=RD2_ER_In;
regsignextend_ER<=signextend_ER_In;
regzeroextend_ER<=zeroextend_ER_In;
  end  
end
assign Instr_ER_Out=regInstr_ER;
assign PC_ER_Out=regPC_ER;
assign WriteReg_ER_Out=regWriteReg_ER;
assign RD1_ER_Out=regRD1_ER;
assign RD2_ER_Out=regRD2_ER;
assign signextend_ER_Out=regsignextend_ER;
assign zeroextend_ER_Out=regzeroextend_ER;
endmodule
==> run.sh <==
#!/bin/bash
# OpenROAD 26Q1-2900-gdf79404cd8, Yosys 0.63+post, stock flow scripts
make -C /OpenROAD-flow-scripts/flow DESIGN_CONFIG=/design/flow/config.mk WORK_HOME=/design/flow/orfs finish
==> config.mk <==
export PLATFORM = sky130hd
export DESIGN_NAME = E_Register
export DESIGN_NICKNAME = E_Register
export VERILOG_FILES = /design/flow/design.v
export SDC_FILE = /design/flow/constraint.sdc
export NUM_CORES = 4
export LEC_CHECK = 1
export CORE_AREA = 10 10 212 212
export DIE_AREA = 0 0 222 222
==> constraint.sdc <==
current_design E_Register

set clk_period 1.0
set clk_io_pct 0.2

create_clock -name clk0 -period $clk_period [get_ports {clk}]

set non_clock_inputs [all_inputs -no_clocks]
set_input_delay [expr $clk_period * $clk_io_pct] -clock clk0 $non_clock_inputs
set_output_delay [expr $clk_period * $clk_io_pct] -clock clk0 [all_outputs]
==> impl_metrics.env <==
# flow metrics
export IMPL_status="complete, but fails checks"
export IMPL_violations="negative setup slack"
export IMPL_top_cell_area_share_pct=60.8
export IMPL_setup_viol=197
export IMPL_yosysSeqAreaShare_pct=60.8
export IMPL_grt_remaining_overflow=0
export IMPL_finalClockPeriodUsage_pct=116
export IMPL_track_usage_pct=9.38
export IMPL_power_frac_seq_pct=46.8
export IMPL_final_comb_area_sq_um=2130
export IMPL_pwr_density_cell_nw_per_um2=1600
export IMPL_vdd_ir_drop_max_v=0.00115
export IMPL_dp_slack_ps=-264
export IMPL_seqCellArea_sq_um=4020
export IMPL_drive_gt1_share_pct=52.1
export IMPL_cts_max_level=4
export IMPL_hold_class="in2reg"
export IMPL_finalHoldViolations=0
export IMPL_top_cell="dfxtp_1"
export IMPL_drtIter0Drc=180
export IMPL_grt_pass1_vias=4951
export IMPL_cp_data_required_time_ps=800
export IMPL_vias=4694
export IMPL_top_cells_by_area="dfxtp_1 (61%), nor3b_2 (25%), nor3b_1 (7.8%)"
export IMPL_p_sw_mw=3.91
export IMPL_path_cells="buf_6"
export IMPL_power_frac_clock_pct=41.9
export IMPL_final_antenna_net_count=0
export IMPL_top_cells_by_count="dfxtp_1 (197), nor3b_2 (130), nor3b_1 (67)"
export IMPL_critPathTopFamily="flip-flops"
export IMPL_drv_slew=0
export IMPL_dieHeight_um=222
export IMPL_cts_buffers=17
export IMPL_final_core_util_pct=27.6
export IMPL_cts_max_path_buffers=2
export IMPL_edf_count=0
export IMPL_dp_hpwl_mm=19.2
export IMPL_grt_pass1_wl_mm=34.6
export IMPL_fin_crit_ps=1160
export IMPL_core_area_sq_um=40000
export IMPL_hold_buffers=0
export IMPL_ys_warn_count=1
export IMPL_synth_async_reset_ratio_pct=0
export IMPL_grt_max_degree=25
export IMPL_wl_per_cell_um=17.3
export IMPL_ys_flops=197
export IMPL_fmax_mhz=862
export IMPL_ys_flop_type="dfxtp_1"
export IMPL_avgViaCountPerCell=3.38
export IMPL_num_antenna_cells=0
export IMPL_ys_area_sq_um=6490
export IMPL_swShare_pct=22.1
export IMPL_slowest_delay_ps=410
export IMPL_row_count=73
export IMPL_io_buffers=396
export IMPL_areaGrowthSynthToFinish_pct=70.0
export IMPL_startpoint_type="flop"
export IMPL_warnings=27
export IMPL_leakagePower_nw=4.54
export IMPL_p_comb_share_pct=11.4
export IMPL_ys_types=6
export IMPL_post_cts_setup_buffers=0
export IMPL_die_width_um=222
export IMPL_nFillCells=4200
export IMPL_top_area_cell="dfxtp_1"
export IMPL_syn_area_sq_um=6490
export IMPL_ioPinCount=397
export IMPL_fp_utilization_pct=16.2
export IMPL_antenna_found_initial=0
export IMPL_gp_routability_congestion=0.829
export IMPL_postSynthAreaPerCell_sq_um=14.8
export IMPL_ys_cells=438
export IMPL_clk_transition_reported_paths_ps=70
export IMPL_maxCapViolations=0
export IMPL_drt_pass1_iter_count=4
export IMPL_worst_slew_pin_slew_ps=303
export IMPL_clock_sink_count=197
export IMPL_critPathSlowestCell="dfxtp_4"
export IMPL_rsz0062_at_grt="yes"
export IMPL_endpoint_kind="output pin"
export IMPL_cts_tree="built"
export IMPL_dieArea_sq_um=49300
export IMPL_syn_inst=438
export IMPL_wl_mm=24.1
export IMPL_crit_path_max_fanout=1
export IMPL_cp_buffers_inverters=1
export IMPL_slew_headroom_pct=79.8
export IMPL_drc=0
export IMPL_p_int_mw=13.7
export IMPL_worstSetupPathType="reg2out"
export IMPL_cts_root_buf="clkbuf_16"
export IMPL_setup_ws_ps=-160
export IMPL_cp_arrival_ps=960
-- layer usage --
layer,GRT usage [%],vias to the layer above,part of all wire [%]
met1,11.1,2185,40
met2,16.2,181,51
li1,-,2315,-
met4,1.09,0,1.3
met5,0,-,0
met3,3.64,13,7.9
-- power groups by stage --
stage / registers, mW / logic [mW] / clock network (mW)
global route: 8.29 / 2.17 / 7.95
finish: 8.25 / 2.01 / 7.39
CTS: 8.25 / 2.06 / 7.70
-- final timing paths --
check           from  slack [ps]                   end  cells past startpoint
max    regRD1_ER[11]        -160        RD1_ER_Out[11]                      1
min            reset          50  regzeroextend_ER[25]                      2
-- timing repair --
action | in CTS | in global routing
gates resized | 701 | 18
pin swaps | 0 | 0
setup endpoints to repair | 197 | 197
hold endpoints to repair | 0 | 0
-- registers in the layout, indices dropped and copies added (netlist names) --
register,count
regzeroextend_ER,32
regRD1_ER,32
regWriteReg_ER,5
regPC_ER,32
regInstr_ER,32
regRD2_ER,32
regsignextend_ER,32
-- cell type report --
| cell class | count | area share [%] |
|---|---|---|
| Sequential cell | 197 | 36.4 |
| Clock buffer | 18 | 3.89 |
| Clock inverter | 14 | 1.76 |
| Tap cell | 525 | 5.96 |
| Multi-Input combinational cell | 197 | 19.3 |
| Timing Repair Buffer | 439 | 32.7 |
-- kinds of logic (layout without fill, tap and decap cells) --
group	Yosys count	after routing	share of synthesized area [%]
flops	197	197	60.8
simple gates	197	197	32.8
buf+inv	44	471	6.42
-- per-stage QoR --
| step | hold slack, ps | total power [mW] | area [sq um] | cells | setup TNS, ps |
|---|---|---|---|---|---|
| 2_1_floorplan | 357 | 9.08 | 6490 | 438 | 0 |
| 3_3_place_gp | 525 | 10.8 | 11300 | 1358 | -2450 |
| 3_5_place_dp | 538 | 10.8 | 11300 | 1358 | -2010 |
| 4_1_cts | 19.1 | 18.0 | 11000 | 1390 | -22550 |
| 5_1_grt | 32.4 | 18.4 | 11000 | 1390 | -23860 |
| 6_report | 51.2 | 17.7 | 11000 | 1390 | -11920 |
-- cells in the final DEF (no fill, tap or decap) --
cell type        instances
buf_12                  18
buf_2                  186
buf_4                   25
buf_6                   11
buf_8                    2
bufinv_16                4
clkbuf_1                 1
clkbuf_16               17
clkdlybuf4s50_1        197
clkinv_2                 3
clkinvlp_4               2
dfxtp_1                149
dfxtp_2                 43
dfxtp_4                  5
inv_6                    5
nor3b_1                 67
nor3b_2                130
Power figures rest on the tool's default switching activity, not on a simulated workload.
