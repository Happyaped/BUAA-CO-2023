$ cat flow/run.sh
#!/bin/bash
# OpenROAD 26Q1-2900-gdf79404cd8, Yosys 0.63+post, stock flow scripts
make -C /OpenROAD-flow-scripts/flow DESIGN_CONFIG=/design/flow/config.mk WORK_HOME=/design/flow/orfs finish
$ cat flow/config.mk
export PLATFORM = sky130hd
export DESIGN_NAME = E_register
export DESIGN_NICKNAME = E_register
export VERILOG_FILES = /design/flow/design.v
export SDC_FILE = /design/flow/constraint.sdc
export NUM_CORES = 4
export LEC_CHECK = 1
export CORE_AREA = 10 10 240 240
export DIE_AREA = 0 0 250 250
$ cat flow/constraint.sdc
current_design E_register

set clk_period 1.0
set clk_io_pct 0.2

create_clock -name clk0 -period $clk_period [get_ports {clk}]

set non_clock_inputs [all_inputs -no_clocks]
set_input_delay [expr $clk_period * $clk_io_pct] -clock clk0 $non_clock_inputs
set_output_delay [expr $clk_period * $clk_io_pct] -clock clk0 [all_outputs]
$ cat flow/design.v
`timescale 1ns / 1ps
module E_register(
    input clk,
	 input clr,
	 input reset,
    input [31:0] Instr_D,
	 input [31:0] PC_D,
	 input [31:0] RD1_D,
	 input [31:0] RD2_D,
	 input [31:0] signextendout_D,
	 input [31:0] zeroextendout_D,
	 output [31:0] Instr_E,
	 output [31:0] PC_E,
	 output [31:0] RD1_E,
	 output [31:0] RD2_E,
	 output [31:0] signextendout_E,
	 output [31:0] zeroextendout_E
    );
reg [31:0] regInstr_D;
reg [31:0] regPC_D;
reg [31:0] regRD1_D;
reg [31:0] regRD2_D;
reg [31:0] regsignextendout_D;
reg [31:0] regzeroextendout_D;
initial begin
regInstr_D<=0;
regPC_D<=0;
regRD1_D<=0;
regRD2_D<=0;
regsignextendout_D<=0;
regzeroextendout_D<=0;
end
assign Instr_E=regInstr_D;
assign PC_E=regPC_D;
assign RD1_E=regRD1_D;
assign RD2_E=regRD2_D;
assign signextendout_E=regsignextendout_D;
assign zeroextendout_E=regzeroextendout_D;
always @(posedge clk)begin
if(clr==1'b1||reset==1'b1)begin
regInstr_D<=0;
regPC_D<=0;
regRD1_D<=0;
regRD2_D<=0;
regsignextendout_D<=0;
regzeroextendout_D<=0;
  end
else begin
regInstr_D<=Instr_D;
regPC_D<=PC_D;
regRD1_D<=RD1_D;
regRD2_D<=RD2_D;
regsignextendout_D<=signextendout_D;
regzeroextendout_D<=zeroextendout_D;
  end
end
endmodule
==> impl_metrics.py <==
# Synthesis and PnR figures
metrics = {
    "outcome": {
        "outcome": "complete, but fails checks",
        "violations": "negative setup slack",
    },
    "final_layout": {
        "filler_cell_count": 5661,
        "multi_input_comb_area_um2": 2342,
        "utilization": 0.2112,
        "final_layout_size_suffix_gt1_frac": 0.5843,
        "layout_top_cells_excl_fill_tap": "192 x sky130_fd_sc_hd__clkdlybuf4s50_1, 184 x sky130_fd_sc_hd__buf_2, 180 x sky130_fd_sc_hd__nor3b_2",
        "finish.instance_area_um2": 11080,
        "register_area_um2": 3905,
        "area_delta_synth_final_pct": 66.86,
        "final_layout_top_logic_cell": "sky130_fd_sc_hd__clkdlybuf4s50_1",
    },
    "yosys": {
        "ys_cells": 426,
        "xor_area_frac": 0,
        "synth.logic.top_family": "simple AND/OR/NAND/NOR gates",
        "synth-area-yosys_um2": 6638,
        "synthesis.instances": 426,
        "synth_largest_type_area_fraction": 0.5791,
        "seq_share_synth": 0.5791,
        "yosys_warn_count": 1,
        "yosys.cell_types.count": 7,
        "yosys.area_share.adder": 0,
        "post_synthesis_cell_type_with_the_largest_combined_area": "sky130_fd_sc_hd__dfxtp_1",
        "muxShareOfSynthArea": 0,
        "synth.cellmix.simpleShare": 0.3529,
        "yosys_register_bits": 192,
        "post_synth_ao_oa_area_fraction": 0,
        "synth.top_cells.by_area": "sky130_fd_sc_hd__dfxtp_1 58%, sky130_fd_sc_hd__nor3b_2 34%, sky130_fd_sc_hd__buf_6 6.4%",
        "postSynthAreaPerCell_um2": 15.58,
        "netlist_area_before_placement_um2": 6638,
    },
    "cts": {
        "tritoncts_sinks": 192,
        "cts_tree": "built",
        "cts_max_level": 4,
        "clock-root-buffer": "sky130_fd_sc_hd__clkbuf_16",
        "cts-hold-fix-buffers": 0,
        "clockBufferDepth": 2,
        "path_clk_slew_ps": 70,
        "post_cts_buffers": 0,
        "cts_buffers": 17,
    },
    "final_timing": {
        "clock.fmax_mhz": 853.8,
        "final_hold_viol_count": 0,
        "fin_crit_ps": 1171,
        "tightest_slew_ps": 324.1,
        "final.setup.worst_slack_ps": -171.3,
        "timing.final.max_slew_violations": 0,
        "setup_repair_after_global_routing_missed_its_margin": "yes",
        "report.final.setup_viol": 192,
        "finalCritPeriodShare": 1.171,
        "maxSlewHeadroom": 0.7830,
    },
    "placement": {
        "post_dp_cell_area_um2": 11370,
        "place_ws_ps": -215.1,
        "gp_congestion": 0.7791,
        "port-buffer-count": 386,
        "detailed_placement_hpwl_mm": 18.74,
    },
    "critical_path": {
        "critical_path.top_delay_family": "flip-flops",
        "worstSetupStartpointType": "flop",
        "end_kind": "primary output",
        "cpMaxStageDelayCell": "sky130_fd_sc_hd__dfxtp_4",
        "slowest_delay_ps": 390,
        "worstPathCellList": "buf_2",
        "critical_path_required_ps": 800,
        "worstPathMaxFanout": 1,
        "worstSetupPathType": "flop to primary output",
        "critical_path_buf_inv_count": 1,
        "critPathArrivalTime_ps": 970,
    },
    "grt": {
        "global_route.usage.met2": 0.1166,
        "grt.overflow.total": 0,
        "global_route_track_usage_on_met1": 0.08860,
        "antenna_found_initial": 3,
        "grtUsageMet3": 0.04766,
        "wire_length_of_the_first_global_routing_pass_mm": 35.58,
        "total_global_routing_track_utilization": 0.07514,
        "grt_start_max_net_pins": 30,
        "number_of_global_route_vias_before_repair": 5173,
        "grt_busiest_layer": "met2",
    },
    "floorplanning": {
        "die_y_um": 250,
        "site_rows": 84,
        "chip_area_um2": 62500,
        "ios": 387,
        "die-width_um": 250,
        "initial_core_util": 0.1266,
        "core_area_um2": 52450,
    },
    "routing": {
        "routed_wirelength_mm": 23.81,
        "drt-initial-drc-count": 92,
        "drc": 0,
        "dr_total_vias": 4764,
        "drt.antenna.violating_nets": 0,
        "antenna_cells": 0,
        "routedWlPerCell_um": 15.56,
        "detail_route.first_pass.iterations": 4,
        "avgViaCountPerCell": 3.114,
    },
    "job": {
        "openroad.warnings": 27,
        "maxCapViolCount": 0,
    },
    "power_and_ir_drop": {
        "power.total_mw": 16.70,
        "power.density_nw_per_um2": 1508,
        "power.ir.vdd_worst_uv": 1259,
        "static-leakage-power_nw": 4.456,
    },
    "min_path": {
        "worstHoldPathType": "input pin to flop",
        "holdCritStartpoint": "reset",
        "timing.hold.worst_endpoint": "regInstr_D[23]",
        "worstHoldPathCells": 3,
    },
}
[per-stage QoR]
stage	setup TNS (ps)	hold WS [ps]	cells
floorplan	0	357.1	426
global placement	-1866	582.7	1498
detailed placement	-1522	579.5	1498
CTS	-30850	14.91	1530
global route	-29780	44.54	1530
finish	-16800	67.61	1530
[where the power goes]
part | switching, mW | internal [mW] | leakage (nW)
sequential | 0.0773 | 7.96 | 1.60
combinational | 0.679 | 1.34 | 2.59
clock | 3.28 | 3.36 | 0.269
[worst max path at each step]
stage | startpoint | to | slack [ps] | cells after the start
after CTS | regInstr_D[23] | Instr_E[23] | -260 | 1
after global routing | regInstr_D[23] | Instr_E[23] | -230 | 1
final | regInstr_D[23] | Instr_E[23] | -170 | 1
[cells in the mapped netlist]
cell type                    n
sky130_fd_sc_hd__nor3b_2   180
sky130_fd_sc_hd__clkbuf_1    1
sky130_fd_sc_hd__buf_2       1
sky130_fd_sc_hd__nor3b_1    12
sky130_fd_sc_hd__buf_4       2
sky130_fd_sc_hd__dfxtp_1   192
sky130_fd_sc_hd__buf_6      38
[per-layer routing]
metal	vias up	part of all wire
li1	2256	-
met1	2186	0.40
met2	288	0.45
met3	28	0.14
met4	6	0.016
met5	-	0.0016
[sequential cells by signal (all words and copies together), names as in the netlist]
register	flops
regRD2_D	32
regsignextendout_D	32
regInstr_D	32
regzeroextendout_D	32
regPC_D	32
regRD1_D	32
[cell type report]
class,instances,area share
well taps,688,0.07772
flip-flops and latches,192,0.3526
multi-input cells,192,0.2115
clock buffers,20,0.04123
repair buffers,426,0.3082
clock inverters,12,0.008812
[repair_timing]
| item | in CTS | in global routing |
|---|---|---|
| hold endpoints to repair | 0 | 0 |
| gates resized | 662 | 23 |
| setup endpoints to repair | 192 | 192 |
[cell families after synthesis]
| group | Yosys count |
|---|---|
| AND/OR/NAND/NOR | 192 |
| flip-flops | 192 |
| buffers and inverters | 42 |
No activity file was given, so power comes from the tool's default toggle rates.
