<file path="design/flow/constraint.sdc">
current_design Execute

set clk_period 22.3
set clk_io_pct 0.2

create_clock -name clk0 -period $clk_period

set non_clock_inputs [all_inputs -no_clocks]
set_input_delay [expr $clk_period * $clk_io_pct] -clock clk0 $non_clock_inputs
set_output_delay [expr $clk_period * $clk_io_pct] -clock clk0 [all_outputs]
</file>
<file path="design/flow/run.sh">
#!/bin/bash
# OpenROAD 26Q1-2900-gdf79404cd8, Yosys 0.63+post, stock flow scripts
make -C /OpenROAD-flow-scripts/flow DESIGN_CONFIG=/design/flow/config.mk WORK_HOME=/design/flow/orfs finish
</file>
<file path="design/flow/design.v">
`timescale 1ns / 1ps
module ALU(
    input [31:0] In1,
    input [31:0] In2,
    input [1:0] ALUControl,
    output [31:0] Output
    );
assign Output=(ALUControl==2'b00)?In1+In2:
(ALUControl==2'b01)?In1-In2:
(ALUControl==2'b10)?In1|In2:
0;
endmodule
`timescale 1ns / 1ps
`timescale 1ns / 1ps
module E_Controller(
    input [31:0] Instr_E,
	 output [1:0] ALUControll,
	 output ALUSrc,
	 output OriSlt,
	 output JalSlt,
	 output LuiSlt,
	 output RegWrite,
	 output [1:0] T_new_E
    );
wire [5:0] opcode;
wire [5:0] funcode;
assign opcode=Instr_E[31:26];
assign funcode=Instr_E[5:0];
wire add;
wire sub;
wire lw;
wire sw;
wire ori;
wire beq;
wire lui;
wire jal;
wire jr;
wire nop;
assign add=(opcode==6'b000000&&funcode==6'b100000);
assign sub=(opcode==6'b000000&&funcode==6'b100010);
assign ori=(opcode==6'b001101);
assign beq=(opcode==6'b000100);
assign lw=(opcode==6'b100011);
assign sw=(opcode==6'b101011);
assign lui=(opcode==6'b001111);
assign jal=(opcode==6'b000011);
assign jr=(opcode==6'b000000&&funcode==6'b001000);
assign nop=(opcode==6'b000000&&funcode==6'b000000);
assign ALUControll=(sub||beq)?2'b01:
                  (ori)?2'b10:2'b00;
assign ALUSrc=(lw||sw)?1'b1:1'b0;
assign OriSlt=(ori)?1'b1:1'b0;
assign JalSlt=(jal)?1'b1:1'b0;
assign LuiSlt=(lui)?1'b1:1'b0;
assign RegWrite=(jal||add||sub||ori||lw||lui)?1'b1:1'b0;
assign T_new_E=(lw)?2'b10:
(add||sub||ori||lui)?2'b01:2'b00;						
endmodule
`timescale 1ns / 1ps
module Execute(
   input [31:0] Instr_E_In,
	input [31:0] PC_E_In,
	input [4:0] WriteReg_E_In,
	input [31:0] RD1_E_In,
	input [31:0] RD2_E_In,
	input [31:0] signextendout,
	input [31:0] zeroextendout,
	input [31:0] ALUOut_E_In,
	input [31:0] Result_E_In,
	input [1:0] Trans_E_In1,
	input [1:0] Trans_E_In2,
	output [31:0] Instr_E_Out,
	output [31:0] PC_E_Out,
	output [4:0] WriteReg_E_Out,
	output [4:0] Rs_E_Out,
	output [4:0] Rt_E_Out,
	output RegWrite_E_Out,
	output [31:0] ALUOut_E_Out,
	output [31:0] WriteData_E_Out,
	output [1:0] T_new_E_Out,
	output [31:0] PCPlus8_E_Out
    );
wire [31:0] ALUInA;
wire [31:0] ALUInB_tem1;
wire [31:0] ALUInB;
wire [1:0] ALUControll;
wire [31:0] ALUOut_tem1;
wire [31:0] ALUOut_tem2;
wire [31:0] PCPlus8_E;
wire [31:0] LuiOut;
wire ALUSrc;
wire OriSlt;
wire JalSlt;
wire LuiSlt;
assign PCPlus8_E_Out=PC_E_In+32'h00000008;
assign PCPlus8_E=PC_E_In+32'h00000008;
assign LuiOut={Instr_E_In[15:0],{16{1'b0}}};
E_Controller econtroller1(Instr_E_In,ALUControll,ALUSrc,OriSlt,JalSlt,LuiSlt,RegWrite_E_Out,T_new_E_Out);
Mux3 #(32) mux3e1(RD1_E_In,Result_E_In,ALUOut_E_In,Trans_E_In1,ALUInA);
Mux3 #(32) mux3e2(RD2_E_In,Result_E_In,ALUOut_E_In,Trans_E_In2,WriteData_E_Out);
Mux2 #(32) mux2e1(WriteData_E_Out,signextendout,ALUSrc,ALUInB_tem1);
Mux2 #(32) mux2e2(ALUInB_tem1,zeroextendout,OriSlt,ALUInB);
ALU alu1(ALUInA,ALUInB,ALUControll,ALUOut_tem1);
Mux2 #(32) mux2e3(ALUOut_tem1,PCPlus8_E,JalSlt,ALUOut_tem2);
Mux2 #(32) mux2e4(ALUOut_tem2,LuiOut,LuiSlt,ALUOut_E_Out);
assign Instr_E_Out=Instr_E_In;
assign PC_E_Out=PC_E_In;
assign WriteReg_E_Out=WriteReg_E_In;
assign Rs_E_Out=Instr_E_In[25:21];
assign Rt_E_Out=Instr_E_In[20:16];
endmodule
`timescale 1ns / 1ps
module Mux2 #(parameter WIDTH=8)
(
    input [WIDTH-1:0] In0,
    input [WIDTH-1:0] In1,
    input Slt,
    output [WIDTH-1:0]Out
    );
assign Out=(Slt==0)?In0:In1;
endmodule
`timescale 1ns / 1ps
module Mux3 #(parameter WIDTH=4)(
    input [WIDTH-1:0] In1,
	 input [WIDTH-1:0] In2,
	 input [WIDTH-1:0] In3,
	 input [1:0] Slt,
	 output [WIDTH-1:0] Out
    );
assign Out=(Slt==2'b00)?In1:
(Slt==2'b01)?In2:
(Slt==2'b10)?In3:0;
endmodule
</file>
<file path="design/flow/config.mk">
export PLATFORM = sky130hd
export DESIGN_NAME = Execute
export DESIGN_NICKNAME = Execute
export VERILOG_FILES = /design/flow/design.v
export SDC_FILE = /design/flow/constraint.sdc
export NUM_CORES = 4
export LEC_CHECK = 1
export CORE_AREA = 10 10 230 230
export DIE_AREA = 0 0 240 240
</file>
==> flow_metrics.py <==
# Auto-generated metrics
metrics = {
    "run_status": {
        "status": "complete, no violations",
    },
    "global_routing": {
        "grt_max_degree": 49,
        "track_usage_pct": 15.8,
        "grt_pass1_wl_um": 68700,
        "grt_pass1_vias": 10400,
        "antenna_found_initial": 1,
        "grt_overflow": 0,
    },
    "pwr": {
        "swShare_pct": 51.9,
        "ir_drop_mv": 0.00786,
        "power.leakage_nw": 5.37,
        "p_seq_share_pct": 0,
        "netSwitchingPower_mw": 0.194,
        "internal_power_mw": 0.180,
        "clockPowerShare_pct": 0,
        "comb_power_share_pct": 100.0,
        "powerDensity_nw_per_um2": 30.5,
    },
    "final_timing": {
        "fin_crit_sh_pct": 68.8,
        "final_hold_viol_count": 0,
        "relSlewSlack_pct": 38.5,
        "rsz0062_at_grt": "false",
        "max_freq_mhz": 65.1,
        "slew_violations": 0,
        "finalSetupViolCount": 0,
        "tightest_slew_ps": 913,
        "worst_slack_ps": 6950,
        "timing.setup.tns_ps": 0,
        "period_needed_ps": 15350,
    },
    "logic_synthesis": {
        "yosysSeqAreaShare_pct": 0,
        "ys_top_cells_by_count": "nand2_1 (137), o21ai_0 (127), nor2_1 (104)",
        "ys_sh_xor_pct": 3.53,
        "top_cells_by_area": "ha_1 (14%), mux2i_1 (12%), o21ai_0 (7.8%)",
        "synth_cells": 1271,
        "yosysWarnings": 0,
        "ys_cells": 1271,
        "ys_sh_mux_pct": 11.6,
        "syn_area_um2": 8180,
        "ys_types": 80,
        "synthTopLogicFamily": "AND-OR/OR-AND gates",
        "yosysTopAreaCellShare_pct": 13.6,
        "yosysTopAreaCell": "ha_1",
        "synthAoiAreaFrac_pct": 34.7,
        "ys_sh_adder_pct": 14.1,
        "yosysMostFrequentCell": "nand2_1",
        "yosys-stat-area_um2": 8180,
        "ys_sh_simple_pct": 20.6,
        "synth_area_per_cell_um2": 6.43,
    },
    "drt": {
        "routedWlPerCell_um": 22.2,
        "drc_errors": 0,
        "ant_nets": 0,
        "dr.pass1.iters": 7,
        "vias": 10300,
        "drtIter0Drc": 606,
        "antenna-diode-count": 0,
        "avgViaCountPerCell": 4.79,
        "routed_wl_um": 47800,
    },
    "clocking": {
        "ctsResizeCount": 0,
        "holdBufCountCts": 0,
        "cts_setup_buffers": 0,
    },
    "placed_design": {
        "dp_hpwl_um": 41200,
        "place.gp.congestion": 0.970,
        "dp_slack_ps": 6900,
        "port_buffers": 403,
    },
    "worst_setup_path": {
        "cp-end-kind": "primary output",
        "arrival_ps": 10890,
        "start_kind": "input pin",
        "cp_max_fo": 48,
        "crit_type": "input pin to primary output",
        "critical_path_required_ps": 17840,
    },
    "flow_run": {
        "openroad.warnings": 88,
        "cap_violations": 0,
    },
    "floorplanning": {
        "die_h_um": 240,
        "coreArea_um2": 47800,
        "row_count": 80,
        "initCoreUtil_pct": 17.1,
        "dieWidth_um": 240,
        "boundaryPins": 443,
        "chip_area_um2": 57600,
    },
    "final_layout": {
        "synthToLayoutAreaGrowth_pct": 49.9,
        "nFlopsAndLatches": 0,
        "final.fill_count": 5236,
        "flop_area_um2": 0,
        "drive_gt1_share_pct": 3.38,
        "n_clock_buffer": 0,
    },
    "min_path": {
        "hold_path.class": "input pin to primary output",
    },
}
## path summary, 6_finish.rpt
check | from | to | slack, ps | depth (start not counted)
worst min-delay path | Instr_E_In[16] | Instr_E_Out[16] | 8920 | 0
worst max-delay path | Instr_E_In[26] | ALUOut_E_Out[30] | 6950 | 16
## layout by cell type, fill, tap and decap left out, types with 4 or more instances in the layout
| cell type | synthesis | routed |
|---|---|---|
| a211oi_1 | 9 | 9 |
| a21o_1 | 39 | 39 |
| a21oi_1 | 96 | 96 |
| a221o_1 | 4 | 4 |
| a221oi_1 | 8 | 8 |
| a311oi_1 | 4 | 4 |
| a31oi_1 | 10 | 10 |
| and3_1 | 12 | 12 |
| buf_4 | 83 | 22 |
| clkdlybuf4s50_1 | 0 | 401 |
| ha_1 | 89 | 89 |
| inv_1 | 92 | 92 |
| mux2i_1 | 94 | 94 |
| nand2_1 | 137 | 137 |
| nand2b_1 | 9 | 9 |
| nand3_1 | 34 | 33 |
| nand4_1 | 8 | 8 |
| nand4b_1 | 4 | 4 |
| nor2_1 | 104 | 103 |
| nor2b_1 | 10 | 8 |
| nor3_1 | 20 | 19 |
| nor4_1 | 8 | 8 |
| o2111ai_1 | 4 | 4 |
| o211a_1 | 4 | 4 |
| o211ai_1 | 15 | 15 |
| o21a_1 | 15 | 15 |
| o21ai_0 | 127 | 127 |
| o21bai_1 | 12 | 11 |
| o221ai_1 | 5 | 5 |
| o22a_1 | 5 | 5 |
| o22ai_1 | 11 | 11 |
| o2bb2ai_1 | 5 | 5 |
| o311ai_0 | 6 | 6 |
| o31a_1 | 4 | 4 |
| o31ai_1 | 6 | 6 |
| or3_1 | 10 | 9 |
| xnor2_1 | 22 | 22 |
| xor2_1 | 11 | 11 |
## power by group through the flow
stage / sequential [mW] / clock [mW] / combinational (mW)
CTS: 0 / 0 / 0.376
global route: 0 / 0 / 0.411
finish: 0 / 0 / 0.374
## cells by family (layout without fill, tap and decap cells)
group	Yosys count	in the layout
muxes	95	95
buffers and inverters	250	518
and+or+nand+nor	371	371
xor gates and xnor gates	33	33
adders and majority gates	91	91
AOI/OAI and AO/OA	431	431
## cell type report
| class | count | area [µm²] | share of cell area (%) |
|---|---|---|---|
| Tap cell | 615 | 769 | 6.28 |
| Timing Repair Buffer | 425 | 4190 | 34.2 |
| Multi-Input combinational cell | 1021 | 6950 | 56.7 |
| Inverter | 93 | 349 | 2.85 |
## worst max-delay path: stages
cell	delay, ps
clkdlybuf4s50_1	660
or3b_1	500
or3_2	810
buf_4	410
o21ai_0	560
ha_1	500
or3b_2	530
nor3_1	290
o211a_1	250
o221ai_1	220
o21ai_1	500
a21oi_1	130
a41o_1	230
a221oi_1	300
nor2_1	70
clkdlybuf4s50_1	430
## routing by layer
metal | vias to the layer above | GRT usage (%) | wire length, µm
met5 | - | 0 | 13
met4 | 2 | 2.49 | 802
met3 | 45 | 3.28 | 3840
met2 | 472 | 25.1 | 21100
met1 | 4777 | 22.0 | 22100
li1 | 5028 | - | -
## per-stage QoR
step           instances  total power, mW  utilization, %  hold WS (ps)  area (µm²)
6_report            2154            0.374            25.6          8920       12300
5_1_grt             2154            0.411            25.6          8920       12300
4_1_cts             2154            0.376            25.6          8920       12300
3_5_place_dp        2154            0.374            25.6          8920       12300
3_3_place_gp        2154            0.377            25.6          8920       12300
2_1_floorplan       1271            0.191               -          8940        8180
Power and IR drop assume default switching activity.
